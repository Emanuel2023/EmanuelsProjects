[design/flow/run.sh]
#!/bin/bash
# OpenROAD 26Q1-2900-gdf79404cd8, Yosys 0.63+post, stock flow scripts
make -C /OpenROAD-flow-scripts/flow DESIGN_CONFIG=/design/flow/config.mk WORK_HOME=/design/flow/orfs finish
[design/flow/config.mk]
export PLATFORM = sky130hd
export DESIGN_NAME = SM
export DESIGN_NICKNAME = SM
export VERILOG_FILES = /design/flow/design.v
export SDC_FILE = /design/flow/constraint.sdc
export NUM_CORES = 4
export LEC_CHECK = 1
export CORE_AREA = 10 10 93 93
export DIE_AREA = 0 0 103 103
[design/flow/constraint.sdc]
current_design SM

set clk_period 6.1
set clk_io_pct 0.2

create_clock -name clk0 -period $clk_period [get_ports {CLK}]

set non_clock_inputs [all_inputs -no_clocks]
set_input_delay [expr $clk_period * $clk_io_pct] -clock clk0 $non_clock_inputs
set_output_delay [expr $clk_period * $clk_io_pct] -clock clk0 [all_outputs]
[design/flow/design.v]
`timescale 1ns / 1ps
module SM (
input CLK,
input X3,
input X2,
input X1,
input PBC,
input CLK_Speed,
output Z3,
output Z2,
output Z1,
output q1,
output q0,
output RGB1_Red,
output reg[7:0] SSEG_CA,
output reg [7:0] SSEG_AN );
reg Slow_Clk, FF_Clk, Blink;
reg [4:0]ROM[0:31];
wire [4:0]index;
wire [3:0]SW;
reg [30:0] Divide;
wire q1P, q0P;  
initial  
begin
Divide = 30'h00000000;
ROM[0] = 5'b01001;
ROM[1] = 5'b01001;
ROM[2] = 5'b10110;
ROM[3] = 5'b00101;
ROM[4] = 5'b01001;
ROM[5] = 5'b01001;
ROM[6] = 5'b10110;
ROM[7] = 5'b00110;
ROM[8] = 5'b00101;
ROM[9] = 5'b00101;
ROM[10] = 5'b00110;
ROM[11] = 5'b00110;
ROM[12] = 5'b00101;
ROM[13] = 5'b00101;
ROM[14] = 5'b00110;
ROM[15] = 5'b00110;
ROM[16] = 5'b00101;
ROM[17] = 5'b00100;
ROM[18] = 5'b00101;
ROM[19] = 5'b00100;
ROM[20] = 5'b00101;
ROM[21] = 5'b00100;
ROM[22] = 5'b00101;
ROM[23] = 5'b00100;
ROM[24] = 5'b00000;
ROM[25] = 5'b00000;
ROM[26] = 5'b00000;
ROM[27] = 5'b00000;
ROM[28] = 5'b00000;
ROM[29] = 5'b00000;
ROM[30] = 5'b00000;
ROM[31] = 5'b00000;
end
assign index = {q1,q0,X3,X2,X1};
assign q1P = ROM [index][1];
assign q0P = ROM [index][0];
assign SW = {2'b00,q1,q0};  
assign RGB1_Red = Blink;
assign Z1 = ROM [index][2];
assign Z2 = ROM [index][3];
assign Z3 = ROM [index][4];
always @(posedge CLK) begin
Divide <= Divide +1;
Slow_Clk <= Divide[25];
end
always @(posedge Slow_Clk) begin
Blink <= !Blink;
if(PBC) FF_Clk <= ! FF_Clk;  
end
always @(SW)begin
SSEG_AN = 8'b11111110;  
case (SW)
4'h0: SSEG_CA = ~(8'b00111111);  
4'h1: SSEG_CA = ~(8'b00000110);
4'h2: SSEG_CA = ~(8'b01011011);
4'h3: SSEG_CA = ~(8'b01001111);
4'h4: SSEG_CA = ~(8'b01100110);
4'h5: SSEG_CA = ~(8'b01101101);
4'h6: SSEG_CA = ~(8'b01111101);
4'h7: SSEG_CA = ~(8'b00000111);
4'h8: SSEG_CA = ~(8'b01111111);
4'h9: SSEG_CA = ~(8'b01100111);
4'hA: SSEG_CA = ~(8'b01110111);
4'hB: SSEG_CA = ~(8'b01111100);
4'hC: SSEG_CA = ~(8'b00111001);
4'hD: SSEG_CA = ~(8'b01011110);
4'hE: SSEG_CA = ~(8'b01111001);
4'hF: SSEG_CA = ~(8'b01110001);
default: SSEG_CA = ~(8'b01001001);
endcase
end
DFF In0 (q0P, FF_Clk, q0);
DFF In1 (q1P, FF_Clk, q1);
endmodule
module DFF (D, Clk, Q);
input D, Clk;
output reg Q;
reg Q ;
always @ (posedge Clk)begin
Q <= D;
end;
endmodule
==> flow report <==
DIE
----------------------------------------------------------------------------------
Die area                                                              0.01061 mm^2
Die H                                                                       103 um
Total number of placement rows                                                  30
Die Width                                                                   103 um
I/O Pins                                                                        28
Initial cell density of the core                                            0.2059
Area inside the core boundary                                         0.006756 mm^2

GLOBAL ROUTING
----------------------------------------------------------------------------------
Largest net degree at the start of global routing                               15
First-pass GRT wire length                                                3.298 mm
Total gr overflow                                                                0
Overall routing resource usage                                             0.03668
Number of antenna violations at the first check in global routing                0
Via count of the first global-routing pass                                     777

FINAL TIMING
----------------------------------------------------------------------------------
Number of pins exceeding their max-slew limit in the final report                0
Final critical delay including setup and external delays                   3687 ps
Highest clock frequency the design can meet                             0.2712 GHz
Worst slew margin relative to its limit                                     0.6167
Number of unconstrained endpoints                                               18
Slew at the pin closest to its max-slew limit                             570.5 ps
Share of the clock period used by the worst path after layout               0.6045
Final-report setup violation count                                               0
Setup Total Neg Slack                                                         0 ps
Final-layout worst hold slack                                             370.3 ps
Final number of hold-violating endpoints                                         0
Number of register pins that no clock reaches                                    8
Final worst clock skew                                                    4.817 ps
RSZ-0062 raised after global routing                                         false

WORST SETUP PATH
----------------------------------------------------------------------------------
Crit. Startpoint                                                                X2
Setup Crit Path Kind                                                  input port to output port
Longest individual stage delay on the worst path                            520 ps
Cell-by-cell trace of the critical path                               clkdlybuf4s50_1, nor4b_1, clkdlybuf4s50_1
Critical path data arrival time                                            2470 ps
Crit path buffers/inverters                                                      2
Critical-path maximum fanout                                                     3
Cell type of the slowest stage on the worst timing path               sky130_fd_sc_hd__clkdlybuf4s50_1
Sort of element at the start of the critical path                       input port
Required time at the endpoint of the critical path                         4880 ps
Family of cells with the greatest summed delay on the critical path   buffers and inverters
Endpoint type of the worst setup path                                  output port
Startpoint of the worst register-to-register path                        Divide[0]
CP most frequent cell                                                 sky130_fd_sc_hd__clkdlybuf4s50_1

RUN STATUS
----------------------------------------------------------------------------------
Result of the run                                                     finished, final reports clean

LOGIC SYNTHESIS
----------------------------------------------------------------------------------
Number of synthesis warnings                                                     2
Most used standard cell by instance count after synthesis             sky130_fd_sc_hd__dfxtp_1
Count of unique library cells instantiated by Yosys                             30
Chip Area, Yosys                                                      0.001391 mm^2
Yosys top cell by area                                                sky130_fd_sc_hd__dfxtp_1
Top cell area share                                                         0.4892
EDFF count, synth                                                                1
Sequential-to-total area share from yosys stat                              0.5108
Top area cells in the synthesized netlist                             sky130_fd_sc_hd__dfxtp_1, sky130_fd_sc_hd__xnor2_1, sky130_fd_sc_hd__xor2_1
Post-Syn Area per Cell                                                  10.46 um^2
Synth top cells by count                                              sky130_fd_sc_hd__dfxtp_1, sky130_fd_sc_hd__buf_4, sky130_fd_sc_hd__xnor2_1, sky130_fd_sc_hd__xor2_1, sky130_fd_sc_hd__nand2_1
Most used flip-flop cell after synthesis                              sky130_fd_sc_hd__dfxtp_1
Flip-flop and latch count after synthesis                                       35
Post-synth design cell area                                           0.001391 mm^2
Synthesized instance count                                                     133
Count of instantiated cells in the yosys netlist                               133
Async set or reset register ratio after synthesis                                0

ROUTING
----------------------------------------------------------------------------------
Post-detailed-routing wire length                                         2.034 mm
Number of DRC violations after detailed-routing iteration 0                     31
Per-cell via count in the routed design                                      3.697
Count of antenna-violating nets left after detailed routing                      0
Vias                                                                           843
Routed length per instance                                                8.921 um
DRC violations left                                                              0
Number of iterations in the first detailed-routing pass                          4
Inserted Diodes                                                                  0

MIN PATH
----------------------------------------------------------------------------------
Critical hold path startpoint                                           Divide[25]
Path type of the worst min-delay path                                 flip-flop to flip-flop

CELLS AND AREA
----------------------------------------------------------------------------------
Layout Cell Area excl Fill                                            0.001625 mm^2
Share of cells above drive strength 1                                      0.06757
FILL cells                                                                     734
End-of-flow core utilization                                                0.2406
Area added between synthesis and finish                                     16.82%
Storage cell area                                                       710.7 um^2
Area of the multi-input gates                                           583.1 um^2

JOB
----------------------------------------------------------------------------------
Log Warnings                                                                    26
Number of max-capacitance violations reported                                    0

POWER
----------------------------------------------------------------------------------
Worst vdd rail ir drop                                                   0.1501 mV
Final Power                                                               279.1 uW
Reported leakage power                                                   0.6401 nW
Power density normalized to cell area                                 171.7 mW/mm^2

CLOCK TREE
----------------------------------------------------------------------------------
Count of buffers added by post-CTS timing repair for setup                       0
Root buffer cell                                                      sky130_fd_sc_hd__clkbuf_8
Post-cts hold-fix buffer tally                                                   0
CTS H-Tree Depth                                                                 1
Gates resized, CTS repair                                                        0
Clock tree from TritonCTS                                                    built
Number of clock buffers inserted by TritonCTS                                    3
Clock slew at reported path FFs                                              90 ps
Source-to-sink clock delay at the later pin of the worst-skew pair          260 ps
Worst-case clock buffer depth                                                    2

PLACE
----------------------------------------------------------------------------------
Final weighted congestion of routability-driven global placement            0.7414
Number of buffers added on ports                                                16
HPWL after DPL                                                            1.570 mm
Area of placed instances                                              0.001580 mm^2

## state kept, by name (all words and copies together), names as in the netlist
signal / count
In1.Q: 1
Divide: 26
FF_Clk: 1
Blink: 1
SSEG_CA: 5
Slow_Clk: 1
## power by group
group	total [mW]	internal (mW)	switching (mW)	leakage [nW]
Sequential	0.176	0.176	0	0.285
Combinational	0.00520	0.00334	0.00186	0.332
Clock	0.0976	0.0467	0.0510	0.0228
## worst paths after layout
kind	endpoint	slack (ps)	cells past startpoint
setup / recovery	Z3	2410	3
hold / removal	Slow_Clk	370	0
setup reg to reg	Divide[14]	4330	5
hold reg to reg	Slow_Clk	370	0
## through the flow
stage,setup slack [ps],std cells
5_1_grt,2350,228
2_1_floorplan,3485,141
3_5_place_dp,2424,224
6_report,2413,228
4_1_cts,2409,228
3_3_place_gp,2420,224
## metal layers
metal | up-vias | track usage | wire (um)
li1 | 447 | - | -
met1 | 367 | 0.05265 | 1075
met2 | 27 | 0.05363 | 747
met3 | 2 | 0.01354 | 201
met4 | 0 | 0.003209 | 10
met5 | - | 0 | 0
## kinds of logic after synthesis
kind of cell,after synthesis,share of synthesized area
other,2,0.005398
AND/OR/NAND/NOR,47,0.2176
flip-flops,35,0.5108
adder cells (fa/ha/maj),1,0.008991
AND-OR/OR-AND,4,0.01438
XOR/XNOR,24,0.1511
buffers and inverters,20,0.09173
## worst register-to-register path: stages (launching register included)
cell and delay [ps]:
sky130_fd_sc_hd__dfxtp_1 390, sky130_fd_sc_hd__ha_1 200, sky130_fd_sc_hd__nand3_1 260, sky130_fd_sc_hd__nor3_1 440
sky130_fd_sc_hd__and4_1 270, sky130_fd_sc_hd__xor2_1 140
## cell type report
cell class / count / area share
timing repair buffer: 16 / 0.09854
tap: 80 / 0.06159
clock buffer: 4 / 0.02771
multi-input combinational: 86 / 0.3587
inverter: 7 / 0.01617
sequential: 35 / 0.4373
## placed cells by master, fill, tap and decap left out, types with 2 or more instances in the layout
cell type / instances
sky130_fd_sc_hd__nor2_1: 5
sky130_fd_sc_hd__nor4_1: 3
sky130_fd_sc_hd__conb_1: 10
sky130_fd_sc_hd__clkdlybuf4s50_1: 16
sky130_fd_sc_hd__nand4_1: 3
sky130_fd_sc_hd__xor2_1: 12
sky130_fd_sc_hd__inv_1: 7
sky130_fd_sc_hd__nor3_1: 5
sky130_fd_sc_hd__and4_1: 2
sky130_fd_sc_hd__nand2_1: 10
sky130_fd_sc_hd__dfxtp_1: 34
sky130_fd_sc_hd__nor2b_1: 3
sky130_fd_sc_hd__clkbuf_8: 3
sky130_fd_sc_hd__xnor2_1: 12
sky130_fd_sc_hd__nand3_1: 5
sky130_fd_sc_hd__a21oi_1: 3
Power and IR drop assume default switching activity.
