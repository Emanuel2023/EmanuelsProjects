File: ./design.v
`timescale 1ns / 1ps
module TwoBitAdderWithROM(
    input [1:0] A,
    input [1:0] B,
    output [2:0] Sum
);
    reg [2:0] rom_data [0:3];
    initial begin
        rom_data[0] = 3'b00;  
        rom_data[1] = 3'b01;  
        rom_data[2] = 3'b01;  
        rom_data[3] = 3'b10;  
    end
    assign Sum = rom_data[(A << 2) | B];
endmodule
module nf(CLK100MHZ, SEG, AN, SW);
    input CLK100MHZ;
    input [3:0] SW;
    output [7:0] AN;
    output [6:0] SEG;
    wire Clk_Slow, Clk_Multi;
    parameter width1 = 100000000;
    parameter width2 = 10000;   
    Clk_Divide # (width1, width2) In1 (CLK100MHZ, Clk_Slow, Clk_Multi); 
    reg [6:0] SEG2;
    reg Counter;
    always @(posedge Clk_Multi) begin
        Counter <= !Counter;
    end
    always @(posedge Clk_Multi) begin
        if (Counter == 1'b0) SEG2 <= 7'b1000000;
        if (Counter == 1'b1) SEG2 <= 7'b1111001; 
    end
    TwoBitAdderWithROM adder_inst (
        .A(SW[1:0]),    
        .B(SW[3:2]),    
        .Sum(SEG2[2:0])  
    );
    assign AN[0] = Counter;
    assign AN[1] = ~Counter;
    assign AN[7:2] = 6'b111111;
    assign SEG = SEG2;
endmodule
module Clk_Divide (Clk, Clk_Slow, Clk_multi);
    input Clk;
    output Clk_Slow, Clk_multi;
    reg Clk_Slow;
    reg Clk_multi;
    parameter size1 = 100000000;
    parameter size2 = 10000;
    reg [31:0] counter_out1, counter_out2;
    initial begin
        counter_out1 <= 32'h00000000;
        counter_out2 <= 32'h00000000;
        Clk_Slow <= 1'b0;
        Clk_multi <= 1'b0;
    end
    always @(posedge Clk) begin
        counter_out1 <= counter_out1 + 32'h00000001;
        counter_out2 <= counter_out2 + 32'h00000001;
        if (counter_out1 > size1) begin
            counter_out1 <= 32'h00000000;
            Clk_Slow <= !Clk_Slow;
        end
        if (counter_out2 > size2) begin
            counter_out2 <= 32'h00000000;
            Clk_multi <= !Clk_multi;
        end
    end
endmodule
File: ./run.sh
#!/bin/bash
# OpenROAD 26Q1-2900-gdf79404cd8, Yosys 0.63+post, stock flow scripts
make -C /OpenROAD-flow-scripts/flow DESIGN_CONFIG=/design/flow/config.mk WORK_HOME=/design/flow/orfs finish
File: ./config.mk
export PLATFORM = sky130hd
export DESIGN_NAME = nf
export DESIGN_NICKNAME = nf
export VERILOG_FILES = /design/flow/design.v
export SDC_FILE = /design/flow/constraint.sdc
export NUM_CORES = 4
export LEC_CHECK = 1
export CORE_AREA = 10 10 111 111
export DIE_AREA = 0 0 121 121
File: ./constraint.sdc
current_design nf

set clk_period 2.5
set clk_io_pct 0.2

create_clock -name clk0 -period $clk_period [get_ports {CLK100MHZ}]

set non_clock_inputs [all_inputs -no_clocks]
set_input_delay [expr $clk_period * $clk_io_pct] -clock clk0 $non_clock_inputs
set_output_delay [expr $clk_period * $clk_io_pct] -clock clk0 [all_outputs]
==> results.tsv <==
metric	value	unit
main area contributors	sky130_fd_sc_hd__dfxtp_1 52%, sky130_fd_sc_hd__buf_4 7.4%, sky130_fd_sc_hd__nor3_2 6.8%, sky130_fd_sc_hd__xnor2_1 6.6%, sky130_fd_sc_hd__nor3_1 2.7%	
stage where the flow stopped	1_2_yosys	
share of flip-flops with an asynchronous set or reset after synthesis	0	%
number of warning messages in the yosys log	3	
proportion of synthesized chip area in sequential cells	53.79	%
number of flops mapped to enable cells by yosys	1	
predominant post-synthesis flop cell	sky130_fd_sc_hd__dfxtp_1	
Log Error	ERROR: Found 1 problems in 'check -assert'.	
Seq cells post-synth	35	
number of standard cells reported by yosys	121	
most area-hungry cell type in the Yosys netlist	sky130_fd_sc_hd__dfxtp_1	
distinct cell type count of the synthesized netlist	28	
post-synth top area share	51.52	%
most common cell in the synthesized netlist	sky130_fd_sc_hd__dfxtp_1	
synth cell count leaders	34 x sky130_fd_sc_hd__dfxtp_1, 13 x sky130_fd_sc_hd__buf_4, 10 x sky130_fd_sc_hd__xnor2_1, 9 x sky130_fd_sc_hd__nor3_2	
run status	aborted with a tool error	
yosys synthesis chip area	0.001321	mm2
==> logic make-up after synthesis <==
logic type	after synthesis	synth area share, %
buffers and inverters	22	10.51
xor gates and xnor gates	12	7.954
DFF	35	53.79
AOI/OAI and AO/OA	4	2.841
and+or+nand+nor	44	22.44
other	2	0.5684
adders and majority gates	2	1.894
