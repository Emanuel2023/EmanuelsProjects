`design/flow/run.sh`:
```
#!/bin/bash
# OpenROAD 26Q1-2900-gdf79404cd8, Yosys 0.63+post, stock flow scripts
make -C /OpenROAD-flow-scripts/flow DESIGN_CONFIG=/design/flow/config.mk WORK_HOME=/design/flow/orfs finish
```
`design/flow/config.mk`:
```
export PLATFORM = sky130hd
export DESIGN_NAME = display_controller
export DESIGN_NICKNAME = display_controller
export VERILOG_FILES = /design/flow/design.v
export SDC_FILE = /design/flow/constraint.sdc
export NUM_CORES = 4
export LEC_CHECK = 1
export CORE_AREA = 10 10 87 87
export DIE_AREA = 0 0 97 97
```
`design/flow/constraint.sdc`:
```
current_design display_controller

set clk_period 1.0
set clk_io_pct 0.2

create_clock -name clk0 -period $clk_period [get_ports {clk}]

set non_clock_inputs [all_inputs -no_clocks]
set_input_delay [expr $clk_period * $clk_io_pct] -clock clk0 $non_clock_inputs
set_output_delay [expr $clk_period * $clk_io_pct] -clock clk0 [all_outputs]
```
`design/flow/design.v`:
```
`timescale 1ns / 1ps
module display_controller(
      input clk,
      output hSync, vSync,
      output reg bright,
      output reg[9:0] hCount,
      output reg [9:0] vCount  
      );
      reg pulse;
      reg clk25;
      initial begin  
            clk25 = 0;
            pulse = 0;
      end
      always @(posedge clk)
            pulse = ~pulse;
      always @(posedge pulse)
            clk25 = ~clk25;
      always @ (posedge clk25)
            begin
            if (hCount < 10'd799)
                  begin
                  hCount <= hCount + 1;
                  end
            else if (vCount < 10'd524)
                  begin
                  hCount <= 0;
                  vCount <= vCount + 1;
                  end
            else
                  begin
                  hCount <= 0;
                  vCount <= 0;
                  end
            end
      assign hSync = (hCount < 96) ? 0:1;
      assign vSync = (vCount < 2) ? 0:1;
      always @(posedge clk25)
            begin
            if(hCount > 10'd143 && hCount < 10'd784 && vCount > 10'd34 && vCount < 10'd516)
                  bright <= 1;
            else
                  bright <= 0;
            end   
endmodule
```
==> impl.org <==
#+TITLE: Physical design notes

** Outcome
- Result of the run :: finished, final reports clean

** Clocking
- The clock reaches the later pin of the worst-skew pair after 0 ps.
- After clock tree synthesis, the clock-pin slew on the worst setup and hold paths is 0 ps.
- Buffers inserted to repair hold after CTS numbered 0.
- The number of setup buffers added after CTS is 0.
- Gates resized during post-CTS repair numbered 0.

** Power
- The share of total power dissipated in combinational logic is 0.
- Net Switching :: 0 W
- The internal power of the cells totals 0.00004071 W.
- The power report attributes to the clock group a share of 0.
- Reg power frac :: 1.000
- Leakage :: 0.4934 nW
- Maximum VDD drop :: between 0.00015 and 0.0002 V
- P per Cell Area :: 28.08 mW/mm2
- Switching fraction of total power :: 0

** Synthesis
- After synthesis the netlist holds a flip-flop and latch count of 23.
- Post-synth tally of flip-flops with integrated enable :: 10
- Cells after Synth :: between 100 and 150
- FFs w/ async S/R, synth :: 0
- In the Yosys stats the netlist draws on 40 distinct library cells.
- Yosys stat cell total :: roughly 120
- Counting the warning lines in the Yosys log gives 1.
- In the synthesis report, Yosys lists the chip area as 0.001144 mm2.
- Mapped cell area :: 0.001144 mm2
- For reference, the post-synthesis area per instance comes to just under 10 um2.
- Sequential share of the synthesized area :: 0.4902
- Top flip-flop cell by instance count after synthesis :: dfxtp_1

** Global routing
- On met1, the global router reports a usage of 0.07815.
- The first global-routing pass estimated 4.236 mm of wire.
- Entering global routing, the biggest net connects 23 pins.
- Global routing usage on met3 :: 0.002865
- Antenna violations before repair :: 0
- Global routing put the most usage on met2.
- Met2 capacity usage during global routing :: 0.07873
- For this run, the total global-route usage over all layers was measured as 0.05010.
- Global routing finished with a remaining overflow of 0.
- The number of global-route vias before repair was 839.

** Detailed routing
- The routed design shows a wire length per standard cell of roughly 12 um.
- 1st-pass router iterations :: 4
- Total length of routed wires :: 2.539 mm
- Total via count in the routed design :: ~900
- Detailed-route DRC error count :: 0
- Per the post-route antenna check, the number of violating nets is 0.
- Number of antenna diodes :: 0
- Vias per cell :: roughly 4.4
- Drt first-iter violations :: slightly above 60

** Critical path
- Buffers & Inverters on Critical Path :: 1
- The data arrival time reported for the critical path is about 330 ps.
- STA puts the critical path data required time at 890 ps.
- On the critical path the largest part of the delay comes from flip-flops.
- The worst setup path is launched from a register.
- Slack of the worst reg-to-reg path :: 550 ps
- Per the timing report, the most critical flop-to-flop path originates at pulse$_DFF_P_.
- Worst-path fanout max :: 2
- The worst register-to-register path depth is 1.
- Critical-path cell list :: inv_1
- STA lists the endpoint of the worst register-to-register path as pulse$_DFF_P_.
- Type of the setup path with the least slack :: register to register
- The worst setup path is captured at a register.
- On the worst path, the slowest cell contributes a delay of 300 ps.
- The slowest stage of the critical path belongs to the cell dfxtp_1.

** Min path
- Hold worst-path end :: pulse$_DFF_P_
- According to the hold report, the worst path is of the register to register type.
- In the hold timing report, the worst path depth is 1.
- For the worst min-delay path, the startpoint reported by OpenROAD is pulse$_DFF_P_.

** Timing
- Clock skew after layout :: 0 ps
- The most critical hold endpoint after final layout shows a slack of 358.5 ps.
- Final hold violation count :: 0
- The timer found 22 register pins that no clock reaches; their paths are not timed.
- Remaining max-slew budget at the tightest pin :: 0.5532
- Setup repair after global routing left no endpoint under its margin.
- Number of unconstrained endpoints :: 55
- Max-slew check failures listed in the final report amount to 0.
- Ratio of final minimum period to clock period :: 0.4453
- Number of setup violations in the final report :: 0
- Timing would allow up to roughly 2200 MHz.
- Total negative slack :: 0 ps
- Least setup slack across all paths after layout :: 554.7 ps
- Transition at the pin with the smallest max-transition slack :: 669.2 ps
- After layout, the minimum clock period comes to about 450 ps.

** Place
- Placed instance area :: 0.001450 mm2
- The number of placed instances, taps included, is 211.
- Post-detail-place hpwl :: 1.896 mm
- Routability-driven placement finished with a final weighted congestion of 0.8022.
- The placement report lists the number of port buffers as 23.
- Setup slack on the worst path after placement came out at around 550 ps.

** Die
- The share of the core area taken by cells at floorplan is 0.2027.
- Height of the chip :: slightly below 100 um
- In this run the core area contains 27 standard-cell rows.
- The die covers 0.009409 mm2.
- Horiz. Die Dim :: 97 um
- Count of boundary I/O pins :: 24
- After floorplanning, the core was sized to cover about 0.0056 mm2.

** Cells and area
- The finished cells cover 0.001450 mm2.
- Leaving out filler cells and counting taps, the final layout contains roughly 210.
- Counting the fill cells in the layout gives a little under 600.
- In the final layout, the share of cells above drive strength 1 is 0.05755.
- Per the cell usage report, the commonest logic cells after layout are clkdlybuf4s50_1, dfxtp_1, nor2_1.
- Counting only logic cells after layout, the most numerous master is clkdlybuf4s50_1.
- Layout Area Growth over Synthesis :: 26.81%

** Flow run
- Max-capacitance violation count :: 0
- Summing over the stages, the warning tally comes to 28.
## metrics by stage
| step | power, W | util |
|---|---|---|
| after floorplan | 0.00004072 | - |
| after global placement | 0.00004072 | 0.2570 |
| after detailed placement | 0.00004072 | 0.2570 |
| after CTS | 0.00004072 | 0.2570 |
| after global routing | 0.00004071 | 0.2570 |
| final | 0.00004071 | 0.2570 |
## power groups by stage
stage | clock, W | sequential [W] | combinational (W)
4_1_cts | 0 | 0.0000407 | 0.000000000274
6_report | 0 | 0.0000407 | 0.000000000274
5_1_grt | 0 | 0.0000407 | 0.000000000274
## registers in the layout, indices dropped and copies added (netlist names)
signal,cells
pulse,1
bright,1
clk25,1
hCount,10
vCount,10
## cell families (layout without fill, tap and decap cells)
group | Yosys count | count (layout) | synth area share
flops | 23 | 23 | 0.4902
compound gates | 26 | 26 | 0.1543
xor+xnor | 6 | 6 | 0.04596
buf+inv | 10 | 30 | 0.03829
fa+ha+maj | 2 | 2 | 0.02188
simple gates | 52 | 52 | 0.2495
## cell type report
cell class              count  area (um2)  share of cell area
inverters                   6       22.52             0.01553
multi-input cells          86       539.3              0.3719
flip-flops and latches     23       560.5              0.3865
well taps                  72       90.09             0.06212
repair buffers             24       237.7              0.1639
## worst max path at each step
stage,start,slack [ps],end,cells after the start
after CTS,pulse$_DFF_P_,550,pulse$_DFF_P_,1
after global routing,pulse$_DFF_P_,550,pulse$_DFF_P_,1
final,pulse$_DFF_P_,550,pulse$_DFF_P_,1
## synth_stat cells, types with 2 or more instances
cell type	number	share of area
o31ai_1	3	0.020
xor2_1	3	0.023
nand3_1	10	0.044
and2_1	3	0.016
buf_2	2	0.0088
a21oi_1	6	0.026
nor2_1	11	0.036
o21ai_0	6	0.026
or3_1	5	0.027
edfxtp_1	10	0.26
inv_1	6	0.020
nor4_1	2	0.011
nor3_1	3	0.013
xnor2_1	3	0.023
dfxtp_1	13	0.23
nor2b_1	2	0.011
ha_1	2	0.022
nand4_1	4	0.022
nand2_1	4	0.013
## routing by layer
layer / wire length [um] / part of all wire
met5: 0 / 0
met4: 0 / 0
met2: 1231 / 0.48
met3: 53 / 0.021
met1: 1254 / 0.49
Power figures rest on the tool's default switching activity, not on a simulated workload.
